--- /design/flow/run.sh ---
#!/bin/bash
# OpenROAD 26Q1-2900-gdf79404cd8, Yosys 0.63+post, stock flow scripts
make -C /OpenROAD-flow-scripts/flow DESIGN_CONFIG=/design/flow/config.mk WORK_HOME=/design/flow/orfs finish
--- /design/flow/config.mk ---
export PLATFORM = sky130hd
export DESIGN_NAME = rainbow_led
export DESIGN_NICKNAME = rainbow_led
export VERILOG_FILES = /design/flow/design.v
export SDC_FILE = /design/flow/constraint.sdc
export NUM_CORES = 4
export LEC_CHECK = 1
export CORE_UTILIZATION = 30
--- /design/flow/constraint.sdc ---
current_design rainbow_led

set clk_period 3.7
set clk_io_pct 0.2

create_clock -name clk0 -period $clk_period [get_ports {clk}]

set non_clock_inputs [all_inputs -no_clocks]
set_input_delay [expr $clk_period * $clk_io_pct] -clock clk0 $non_clock_inputs
set_output_delay [expr $clk_period * $clk_io_pct] -clock clk0 [all_outputs]
--- /design/flow/design.v ---
module rainbow_led (
    input clk,
    output reg [2:0] led
);
localparam N_BLUR_COLORS        = 70;  
localparam TICKS_PER_US     = 12;    
localparam BLUR_WINDOW_US   = 1000;   
localparam BLUR_TICKS       = TICKS_PER_US * BLUR_WINDOW_US;  
reg [$clog2(BLUR_TICKS)-1:0]    blur_clk_cnt = 0;
reg [$clog2(N_BLUR_COLORS):0]   color_clk_count = 0;
wire shift_blur     = (blur_clk_cnt == BLUR_TICKS);
wire shift_color    = (color_clk_count == N_BLUR_COLORS);
reg [2:0] p_color;
reg [2:0] f_color;
localparam C_W = $clog2(N_BLUR_COLORS);
reg [C_W-1:0] p_color_bias;
reg [C_W-1:0] last_p_color_bias;
initial begin
    led         = 'b011;  
    p_color     = 'b011;
    f_color     = 'b101;  
    p_color_bias  = N_BLUR_COLORS;
    last_p_color_bias = N_BLUR_COLORS;
end
always @(posedge shift_blur) begin
    if (p_color_bias == 0)
        led <= f_color;
    else begin
        led <= p_color;
        p_color_bias <= p_color_bias - 1;
    end
    if (shift_color) begin
        color_clk_count <= 0;
        p_color_bias <= last_p_color_bias - 1;
        last_p_color_bias <= last_p_color_bias - 1;
    end else
        color_clk_count <= color_clk_count + 1;
end
always @(posedge clk) begin
    if (blur_clk_cnt == BLUR_TICKS) begin
        blur_clk_cnt <= 0;
    end else begin
        blur_clk_cnt <= blur_clk_cnt + 1;
    end
end
endmodule
==> job_summary.md <==
## Implementation flow summary

| Metric | Value |
|---|---|
| Die H | `77.6 um` |
| DRT iter0 DRCs | `33` |
| GPL Wtd Cong | `0.818` |
| CP delay by family, top | `simple AND/OR/NAND/NOR gates` |
| Num CTS Buffers | `3` |
| Crit path max fanout | `28` |
| Post-route DRC violation count | `0` |
| Post-synthesis mux area share | `5.03%` |
| # port buffers | `2` |
| OpenROAD warning count | `28` |
| Area growth, synth to finish | `7.80%` |
| Core ar. | `0.00551 mm^2` |
| Row cnt | `27` |
| Worst min path class | `flip-flop to flip-flop` |
| GRT Util Overall | `8.43%` |
| CTS Buffer Depth | `2` |
| Largest net degree at the start of global routing | `29` |
| Post-synth top cells | `dfxtp_1, nor2_1, edfxtp_1` |
| Hold Buf Count CTS | `0` |
| Mapped Area | `0.00172 mm^2` |
| Vias in the first global route | `906` |
| Fin crit share | `54.4%` |
| Post-synth ARST share | `0%` |
| Maximum vdd drop | `0.000264 V` |
| Vias | `1026` |
| Rel. slew slack | `43.2%` |
| Synth unique cells | `36` |
| Clock latency (worst-skew pair) | `240 ps` |
| Ys flops | `38` |
| Slowest cell delay on critical path | `590 ps` |
| And+or+nand+nor area frac | `19.2%` |
| Critical path startpoint | `blur_clk_cnt[2]` |
| Reg2reg start | `blur_clk_cnt[2]` |
| H-tree depth | `1` |
| Syn avg cell area | `10.7 um^2` |
| Mean number of vias per cell | `4.38` |
| DP Worst Slack | `1680 ps` |
| Post-Route WL | `2.37 mm` |
| Worst-path cell chain | `or4_1 > or4_4 > inv_2 > nor2_1` |
| Min Tclk post-route | `2010 ps` |
| Worst Path Required | `3820 ps` |
| Number of antenna violations at the first check in global routing | `0` |
| Dominant combinational family | `simple AND/OR/NAND/NOR gates` |
| Cell count listed in synth_stat.txt | `161` |
| Initial core utilization | `31.2%` |
| Most common reg cell | `dfxtp_1` |
| Post-CTS Setup Inserts | `0` |
| FA/HA/MAJ Cells, Area Fraction | `5.10%` |
| I/O pins | `4` |
| Crit path buffers/inverters | `1` |
| YS chip area | `0.00172 mm^2` |
| Final Slew Violations | `0` |
| Most frequent cell after synthesis | `dfxtp_1` |
| CP startpoint kind | `flip-flop` |
| WP data arrival | `2130 ps` |
| ANT cells | `0` |
| Chip area | `0.00603 mm^2` |
| Internal power | `0.245 mW` |
| Final setup viols | `0` |
| Complex Gates by Area | `2.04%` |
| First-pass GRT wire length | `4.11 mm` |
| Slowest cell on crit path | `or4_4` |
| Setup CP Type | `flip-flop to flip-flop` |
| Post-route cell area | `0.00185 mm^2` |
| Layout cell share with drive strength beyond 1 | `9.26%` |
| CP endpoint kind | `flip-flop` |
| Final hold violation count | `0` |
| Static leakage | `0.692 nW` |
| CTS tree | `yes` |
| Placed Cells | `230` |
| Clk_skew | `2.20 ps` |
| Area of placed instances | `0.00180 mm^2` |
| Number of unconstrained endpoints | `40` |
| Worst Tran Pin Value | `852 ps` |
| Die W | `77.6 um` |
| Max-Cap Viols | `0` |
| Clock network power share | `49.3%` |
| Setup_tns | `0 ps` |
| Comb power frac | `0%` |
| XOR/XNOR Area Share | `11.7%` |
| Cell taking the most area after synthesis | `dfxtp_1` |
| Post-synth seq share | `52.5%` |
| Max-area cell share | `28.0%` |
| Sequential Power Share | `50.7%` |
| Post-Syn Instances | `161` |
| Hold Crit Start | `blur_clk_cnt[13]` |
| Clock root buffer | `clkbuf_8` |
| Routed Antenna Nets | `0` |
| Power per cell area | `161 mW/mm^2` |
| Grt total ovfl | `0` |
| CTS clk-pin slew, worst paths | `60 ps` |
| Status | `finished clean` |
| Post-detail-place hpwl | `1.72 mm` |
| Highest Clock Rate | `0.497 GHz` |
| Routed WL per cell | `10.1 um` |
| First drt pass iteration count | `4` |
| Finished Layout Cells | `234` |
| EDFF count, synth | `14` |
| Net Sw Frac | `17.6%` |
| Cts repair resizes | `0` |
| Net switching power | `0.0524 mW` |
| Main area contributors | `dfxtp_1, edfxtp_1, xnor2_1` |
| RSZ-0062 raised after global routing | `no` |
| Setup WS post-layout | `1690 ps` |
| Yosys warnings | `1` |
| Register pins left without a clock | `24` |
## through the flow
stage | util (%) | hold slack, ps | total power [mW]
2_1_floorplan | - | 434 | 0.155
3_3_place_gp | 32.6 | 460 | 0.154
3_5_place_dp | 32.6 | 454 | 0.154
4_1_cts | 33.6 | 466 | 0.300
5_1_grt | 33.6 | 481 | 0.307
6_report | 33.6 | 463 | 0.297
## placed cells by master, fill, tap and decap left out, types with 3 or more instances in the layout
master	n
inv_1	10
dfxtp_1	24
nor3_1	3
mux2_2	5
nor2_1	17
o21ai_1	3
edfxtp_1	14
nand2_1	9
mux2i_1	3
xor2_1	11
xnor2_1	12
ha_1	7
nand4_1	4
clkbuf_8	4
nand3_1	13
## worst register-to-register path: stages, from the launching register on
cell     delay, ps
dfxtp_1        340
or4_1          530
or4_4          590
inv_2          330
nor2_1         100
## state kept, by name, indices dropped and copies added (netlist names)
signal and flops:
blur_clk_cnt 14, color_clk_count 8, last_p_color_bias 7, p_color_bias 7, led 2
## worst paths after layout
path / depth (start not counted) / slack [ps] / end
setup / recovery: 4 / 1690 / blur_clk_cnt[5]
hold / removal: 1 / 460 / blur_clk_cnt[13]
setup reg to reg: 4 / 1690 / blur_clk_cnt[5]
hold reg to reg: 1 / 460 / blur_clk_cnt[13]
## per-layer routing
metal  up-vias  track usage, %  share of wire, %
met5         -               0                 0
met4         0           0.566              0.76
met3         2           0.836               1.4
met2         7            12.3                41
met1       473            14.4                57
li1        544               -                 -
## cells by family after synthesis
| logic type | Yosys count |
|---|---|
| mux | 8 |
| simple gates | 62 |
| xor+xnor | 23 |
| other cells | 1 |
| buf+inv | 16 |
| compound gates | 6 |
| flops | 38 |
| fa+ha+maj | 7 |
## final cells by class
type	instances	area, um^2
clock buffers	4	55.1
fillers	545	3660
inverters	11	41.3
multi-input cells	107	743
flip-flops and latches	38	901
well taps	72	90.1
repair buffers	2	20.0
## power groups by stage
stage,logic (mW),clock network (mW),registers (mW)
after CTS,0.0000105,0.149,0.151
after global routing,0.000143,0.156,0.151
final,0.00000909,0.147,0.151
No activity file was given, so power comes from the tool's default toggle rates.
