==> flow/design.v <==
module delayed_pulse #(
    parameter t_us_delay  = 25_000,  
    parameter t_us_pulse_width = 50  
) (
    input       sys_clk,
    input       init,    
    input       pulse_disable,
    output reg  pulse_out   
);
localparam PULSE_TICKS  = 24 * t_us_pulse_width;     
localparam DELAY_TICKS  = 24 * t_us_delay;
reg [$clog2(PULSE_TICKS)-1:0]   pulse_cnt = 0;
reg [$clog2(DELAY_TICKS)-1:0]   delay_cnt = 0;
wire delay_en       = !(delay_cnt == 0);
wire delay_end      = (delay_cnt == DELAY_TICKS);
wire pulse_start    = !init && !pulse_disable && !delay_en;
wire pulse_en       = (pulse_out == 'b0);
wire pulse_end      = (pulse_cnt == PULSE_TICKS);
always @(posedge sys_clk) begin
    if (pulse_start) begin
        pulse_out   <= 'b0;
        delay_cnt   <= 1;
    end else if (pulse_end) begin
        pulse_out   <= 'b1;
        pulse_cnt   <= 0;
    end else if (delay_end) begin
        pulse_out   <= 'b0;
        delay_cnt   <= 0;
    end else if (pulse_en) begin
        pulse_cnt <= pulse_cnt + 1;
    end else if (delay_en) begin
        delay_cnt <= delay_cnt + 1;
    end    
end
endmodule
module top (
    input   sys_clk,
    input   button_a,
    input   button_b,
    output reg pulse_out
);
wire init           = button_a;
wire pulse_disable  = !button_b;
delayed_pulse #(
    .t_us_delay(30_000),
    .t_us_pulse_width(800)
) uut (
    .sys_clk(sys_clk),
    .init(init),
    .pulse_disable(pulse_disable),
    .pulse_out(pulse_out)
);
endmodule
==> flow/run.sh <==
#!/bin/bash
# OpenROAD 26Q1-2900-gdf79404cd8, Yosys 0.63+post, stock flow scripts
make -C /OpenROAD-flow-scripts/flow DESIGN_CONFIG=/design/flow/config.mk WORK_HOME=/design/flow/orfs finish
==> flow/config.mk <==
export PLATFORM = sky130hd
export DESIGN_NAME = top
export DESIGN_NICKNAME = top
export VERILOG_FILES = /design/flow/design.v
export SDC_FILE = /design/flow/constraint.sdc
export NUM_CORES = 4
export LEC_CHECK = 1
export CORE_UTILIZATION = 40
==> flow/constraint.sdc <==
current_design top

set clk_period 7.1
set clk_io_pct 0.2

create_clock -name clk0 -period $clk_period [get_ports {sys_clk}]

set non_clock_inputs [all_inputs -no_clocks]
set_input_delay [expr $clk_period * $clk_io_pct] -clock clk0 $non_clock_inputs
set_output_delay [expr $clk_period * $clk_io_pct] -clock clk0 [all_outputs]
==> flow_summary.ini <==
; implementation run metrics
[worst_setup_path]
cp.required_ps = 5680
cp_cell_sequence = clkdlybuf4s50_1
critPathMaxStageDelay_ps = 570
crit_arrival_ps = 1390
crit_path_max_fanout = 10
crit_path_start_kind = register
path_class = register to primary output
cp-end-kind = primary output
cp_top_family = flip-flops
path_buffers = 1
crit_slowest_cell = dfxtp_1

[outcome]
status = completed

[synthesis]
synth_area_leader_cell = edfxtp_1
synthTopCellsByArea = edfxtp_1, dfxtp_1, xnor2_1, nand4_1, a21oi_1
syn_area_per_cell_um2 = 9.30
synth_async_sr_flop_share = 0
top_cells_by_count = dfxtp_1, a21oi_1, nand2_1
yosys_area_um2 = 1980
postSynthSeqShare = 0.440
syn_area_um2 = 1980
yosysTopAreaCellShare = 0.227
synth-cells-yosys = 213
ys.flops = 36
synthCells = 213
yosysWarnings = 1
synth_cell_types = 44
edf_count = 15
synth_top_flop_cell = dfxtp_1
synth_top_cell_by_count = dfxtp_1

[clocking]
ctsResizeCount = 0
ctsHoldBuffers = 0
cts_setup_buffers = 0
numCtsBuffers = 5
cts_root_buffer = clkbuf_8
clock_sinks = 36
path_clk_slew_ps = 70
clockBufferDepth = 2
htreeDepth = 2
clk_latency_ps = 280
tritoncts = done

[floorplan]
fp_util = 0.417
core_area_um2 = 4750
num_rows = 25
die_h_um = 72.4
io_pins = 4
die_w_um = 72.4
chipArea_um2 = 5240

[finish]
syn2layout_area_growth_pct = 8.28
drive_above_1_share = 0.0599
fin_cells = 284

[routing]
via_per_inst = 5.65
drt_iter0_drc = 133
diodes = 0
route.detailed.drc = 0
dr.pass1.iters = 4
ant_nets = 0
vias = 1604
routedWlPerCell_um = 15.0
wirelength_um = 4250

[placement]
hpwl_um = 2960
dp_slack_ps = 4120
port_buffers = 3
gp_congestion = 0.901
numPlacedInstances = 276

[final_timing]
final-setup-viol-count = 0
clock_skew_ps = 3.41
hold_viol = 0
slew_headroom = 0.566
worst_pin_slew_ps = 649
fmax_ghz = 0.356
fin_ws_ps = 4290
post-route-min-period_ps = 2810
finalMaxSlewViolations = 0
tns_ps = 0
min_period_over_period = 0.396
grt_setup_unrepaired = false
hold_slack_ps = 488

[run]
tool_warnings = 27
maxCapViolations = 0

[pwr]
p_leak_uw = 0.000769
power.density_nw_per_um2 = 219
max-vdd-ir-drop_v = 0.0000912

[grt]
overflow = 0
grt_pass1_vias = 1440
antenna_found_initial = 0
grt_usage = 0.183
grt_pass1_wl_um = 7200
grt_max_degree = 16

[min_path]
hold_class = register to register
## per-stage QoR
step	util	total power (uW)	area (um2)
finish	0.451	470	2140
global route	0.451	496	2140
CTS	0.451	476	2140
detailed placement	0.434	334	2060
global placement	0.434	333	2060
floorplan	-	316	1980
## final timing paths
kind	end	startpoint	cells past startpoint	slack, ps
max	pulse_out	uut.pulse_out$_SDFFE_PP0P_	1	4290
min	uut.delay_cnt[15]$_SDFFE_PP0P_	uut.delay_cnt[15]$_SDFFE_PP0P_	2	490
max reg2reg	uut.pulse_cnt[0]$_SDFFCE_PN0P_	uut.pulse_cnt[0]$_SDFFCE_PN0P_	6	4620
min reg2reg	uut.delay_cnt[15]$_SDFFE_PP0P_	uut.delay_cnt[15]$_SDFFE_PP0P_	2	490
## final cells by class
class / count / area, um2
Tap cell: 67 / 83.8
Timing Repair Buffer: 4 / 37.5
Sequential cell: 36 / 871
Fill cell: 483 / 2610
Inverter: 7 / 26.3
Clock inverter: 1 / 5.00
Clock buffer: 7 / 76.3
Multi-Input combinational cell: 162 / 1040
## layout by cell type, fill, tap and decap left out, drive strengths merged, types with 2 or more instances in the layout
master,instances
and4,6
inv,7
and3,8
dfxtp,21
ha,4
nor2,11
and2,4
o21ai,5
xor2,6
edfxtp,15
o31ai,3
a21o,2
or3,3
nand4,14
nor3,11
a41oi,3
a31oi,2
clkbuf,7
nand3,14
clkdlybuf4s50,3
a21oi,18
nand2,16
xnor2,11
nor4,5
or4,4
## worst register-to-register path, cell delays in order (launching register included)
cell and delay, ps:
edfxtp_1 430, inv_1 80, ha_1 130, nor4bb_1 350
nand4_1 600, a21oi_1 320, buf_4 260
## kinds of logic (layout without fill, tap and decap cells)
kind of cell | Yosys count | in the layout | synth area share
adder cells (fa/ha/maj) | 4 | 4 | 0.0253
buffers and inverters | 15 | 19 | 0.0328
flip-flops | 36 | 36 | 0.440
XOR/XNOR | 17 | 17 | 0.0752
AND-OR/OR-AND | 39 | 39 | 0.126
AND/OR/NAND/NOR | 101 | 101 | 0.296
multiplexers | 1 | 1 | 0.00505
## where the power goes
part	switching (uW)	leakage [uW]	internal, uW	total (uW)
Clock	71.0	0.0000422	68.9	140
Combinational	30.9	0.000413	30.9	61.8
Sequential	29.7	0.000314	239	268
Total	132	0.000769	338	470
## registers in the layout (all words and copies together), names as in the netlist
signal and count:
uut.pulse_out 1, uut.delay_cnt 20, uut.pulse_cnt 15
## per-layer routing
metal	global-route usage	routed length [um]	up-vias
met3	0.0394	208	4
met2	0.239	1720	39
met1	0.330	2280	744
met4	0.0240	40	0
met5	0	0	-
li1	-	-	817
No activity file was given, so power comes from the tool's default toggle rates.
