File: design/flow/config.mk
export PLATFORM = sky130hd
export DESIGN_NAME = led
export DESIGN_NICKNAME = led
export VERILOG_FILES = /design/flow/design.v
export SDC_FILE = /design/flow/constraint.sdc
export NUM_CORES = 4
export LEC_CHECK = 1
export CORE_AREA = 10 10 94 94
export DIE_AREA = 0 0 104 104
File: design/flow/constraint.sdc
current_design led

set clk_period 3.9
set clk_io_pct 0.2

create_clock -name clk0 -period $clk_period [get_ports {sys_clk}]

set non_clock_inputs [all_inputs -no_clocks]
set_input_delay [expr $clk_period * $clk_io_pct] -clock clk0 $non_clock_inputs
set_output_delay [expr $clk_period * $clk_io_pct] -clock clk0 [all_outputs]
File: design/flow/design.v
module led (
    input sys_clk,  
    input sys_rst_n,  
    output reg [2:0] led  
);
localparam COUNT_MAX = 24'd12_000_000;
reg [23:0] counter;
always @(posedge sys_clk or negedge sys_rst_n) begin
    if (!sys_rst_n)
        counter <= 24'd0;
    else if (counter < COUNT_MAX)  
        counter <= counter + 1;
    else
        counter <= 24'd0;
end
always @(posedge sys_clk or negedge sys_rst_n) begin
    if (!sys_rst_n) begin
        led <= 3'b000;
    end else if ((led == 3'b111) && (counter == COUNT_MAX)) begin
        led <= 3'b001;
    end else if (counter == COUNT_MAX) begin
        led <= led + 3'b001;
    end
end
endmodule
File: design/flow/run.sh
#!/bin/bash
# OpenROAD 26Q1-2900-gdf79404cd8, Yosys 0.63+post, stock flow scripts
make -C /OpenROAD-flow-scripts/flow DESIGN_CONFIG=/design/flow/config.mk WORK_HOME=/design/flow/orfs finish
==> notes.md <==
run metrics: Insertion Delay late pin about 0.27 ns, R2R depth 5, top comb family, area simple AND/OR/NAND/NOR gates, Syn Std Cell Area roughly 1400 um^2, DR iter-0 viols roughly 60, Min-Delay Startpoint counter[0], Mux cell area share 2.368%, largest net degree at the start of global routing 28, Max Cap Viol 0, most common cell after layout, fill and taps aside dfrtp_1, Adders+Majority by Area roughly 3.5%, Final period util 53.52%, Reg clk slew, reported paths ~0.09 ns, GRT Overall Usage 4.997%, Post-CTS Resized 0, IO Pins 5, Max FO, Critical Path 7, synth warn 1, GP Congestion approximately 0.83, Rows 30, tool warnings 26, Layout Cells excl Fill 249, wire per inst 10.67 um, share of cells above drive strength 1 between 8 and 9%, CP cell instances ha_1 -> nand4_2 -> or4_1 -> or3_1 -> a21oi_2, reg2reg setup slack 1.81 ns, # DRC 0, TritonCTS clock tree built, Vert. Die Dim 104 um, Setup crit end kind flop, Worst R2R Start counter[0], Yosys Instances about 150, CTS Buffer Depth 2, cells after synthesis ~150, slowest CP cell or4_1, Yosys Chip Area 1426 um^2, final hold vios 0, hold buffers post-CTS 0, Max Clk Rate 479.1 MHz, Syn Area/Cell around 9.5 um^2, met3 wire len between 100 and 150 um, Overflow after GRT 0, Top Metal Used met4, area grow syn2layout 13.51%, yosys xor share roughly 8.0%, FF-to-FF End counter[18], unrepaired setup endpoints after global routing false, wl on met1 around 1.4 mm, Hold Path Class reg2reg, CP Class reg2reg, clock sinks 27, Setup Buffers After CTS 0, via count 1,095, post-route ant nets 0, Peak supply drop about 120 uV, vias in the first global route 1,005, Pre-Place Util around a fifth, Final min period between 2 and 2.5 ns, Post-synth regs 27, AND-OR/OR-AND Cells, Area Fraction a little under a tenth, most common logic cells in the final layout dfrtp_1 (27), nor2_1 (18), xnor2_1 (10), or3_1 (9), nand2_1 (9), Final HPWL DP 1.880 mm, Leak around 0.62 nW, Synth Area in Simple Gates between 20 and 30%, Cell Pwr Density around 270 nW/um^2, number of CTS-inserted buffers 3, port buffer count 4, outcome finished clean, CP Data Arrival Time between 2 and 2.5 ns, CORE AREA just under 7000 um^2, die width ~100 um, Final setup viols 0, chip area between 10,000 and 15,000 um^2, Seq/Total Area, Yosys 47.37%, setup TNS 0 ns, dpl cells about 250, via/cell ratio 4.398, hold path cells 1, Final Core Density roughly a quarter, Final Max Slew Viols 0, crit path launch type flop, TritonRoute pass-1 iters 4, max_slew headroom between 70 and 80%, Detailed Route WL between 2 and 3 mm, worst hold endpoint counter[0], WL met2 roughly 1.1 mm, Overall Power roughly 440 uW, distinct lib cells 28, Final Skew just under 0.004 ns, first-pass GRT wire length 4.740 mm, H-Tree Depth 1, clk root buf clkbuf_8, antenna violations before repair 0, diodes inserted 0, Worst Max-Slew Pin Slew between 0.4 and 0.5 ns, CP Data Required Time between 4 and 5 ns, CP peak stage delay approximately 0.67 ns
-- worst max-delay path: cells and delay by family (launching register included) --
| kind | cells | cell delay (ns) |
|---|---|---|
| fa+ha+maj | 1 | 0.24 |
| simple gates | 3 | 1.23 |
| compound gates | 1 | 0.14 |
| flops | 1 | 0.42 |
-- synthesized netlist by cell type, drive strengths merged --
cell type	n	area, um^2
dfrtp	27	675.7
nor2	18	67.56
a21oi	10	61.31
xnor2	10	87.58
nand2	9	33.78
or3	9	56.30
inv	8	30.03
nand3	7	35.03
buf	6	30.03
nand4	6	43.79
or4	6	45.04
nor3	5	25.02
o21ai	5	25.02
ha	4	50.05
mux2	3	33.78
o31ai	3	22.52
xor2	3	26.28
nand4b	2	17.52
nor4	2	12.51
a31oi	1	6.260
and4	1	8.760
clkbuf	1	3.750
nand2b	1	6.260
nor4b	1	8.760
o21a	1	7.510
o22ai	1	6.260
-- final cells by class --
type | instances | area (um^2)
Multi-Input combinational cell | 108 | 693.2
Fill cell | 759 | 5213
Sequential cell | 27 | 675.6
Timing Repair Buffer | 6 | 55.05
Inverter | 8 | 30.03
Tap cell | 96 | 120.1
Clock buffer | 4 | 45.04
-- per-layer routing --
layer,track usage [%],vias up
met5,0,-
met4,0.4970,0
met3,1.316,2
met2,7.568,17
met1,7.232,541
li1,-,535
-- cells by family after synthesis --
kind of cell,after synthesis
simple gates,67
flops,27
compound gates,21
buf+inv,15
xor+xnor,13
fa+ha+maj,4
mux,3
-- worst max-delay path by stage --
stage	startpoint	endpoint	slack, ns
finish	counter[0]	counter[18]	1.81
CTS	counter[0]	counter[18]	1.81
global route	counter[0]	counter[20]	1.68
-- state kept, by name, summed over array words and instances, names as in the netlist --
name / flops
led: 3
counter: 24
-- through the flow --
step	worst slack (ns)	area [um^2]	hold WS [ns]
final	1.813	1619	0.5235
after global placement	1.890	1574	0.4879
after CTS	1.813	1619	0.5258
after global routing	1.677	1619	0.5433
after detailed placement	1.838	1574	0.5141
after floorplan	1.957	1426	0.4751
-- report_power, final --
part	switching (mW)	internal [mW]
Sequential	0	0.280
Combinational	0.00529	0.00154
Clock	0.0841	0.0731
Total	0.0894	0.354
Power figures rest on the tool's default switching activity, not on a simulated workload.
